$ cat ./run.sh
#!/bin/bash
# OpenROAD 26Q1-2900-gdf79404cd8, Yosys 0.63+post, stock flow scripts
make -C /OpenROAD-flow-scripts/flow DESIGN_CONFIG=/design/flow/config.mk WORK_HOME=/design/flow/orfs finish
$ cat ./config.mk
export PLATFORM = sky130hd
export DESIGN_NAME = fsm_main
export DESIGN_NICKNAME = fsm_main
export VERILOG_FILES = /design/flow/design.v
export SDC_FILE = /design/flow/constraint.sdc
export NUM_CORES = 4
export LEC_CHECK = 1
export CORE_UTILIZATION = 50
$ cat ./constraint.sdc
current_design fsm_main

set clk_period 4.6
set clk_io_pct 0.2

create_clock -name clk0 -period $clk_period [get_ports {clk}]

set non_clock_inputs [all_inputs -no_clocks]
set_input_delay [expr $clk_period * $clk_io_pct] -clock clk0 $non_clock_inputs
set_output_delay [expr $clk_period * $clk_io_pct] -clock clk0 [all_outputs]
$ cat ./design.v
module fsm_main #(
    parameter UDLY = 1,
    parameter MAX_CNT_250US = 5000
)(
    input    wire    clk              ,   
    input    wire    clk_en           ,   
    input    wire    rst_n            ,   
    input    wire    dfs              ,
    input    wire    fs_ready         ,
    input    wire    valid_wd         ,
    output   wire    fs_enable        ,
    input    wire    xvbosuv          ,  
    input    wire    vsupuv7          ,  
    input    wire    xvsupuv          ,  
    input    wire    wake1_dig        ,
    input    wire    wake2_dig        ,
    input    wire    vpreuv           ,  
    input    wire    vpre_fb_ov       ,  
    input    wire    boostuv          ,  
    input    wire    boostot          ,  
    input    wire    buck1ot          ,  
    input    wire    buck2ot          ,  
    input    wire    buck3ot          ,  
    input    wire    ldo1ot           ,  
    input    wire    ldo2ot           ,  
    input    wire    vpre_sta         ,  
    input    wire    boost_sta        ,
    input    wire    buck1_sta        ,
    input    wire    buck2_sta        ,
    input    wire    buck3_sta        ,
    input    wire    ldo1_sta         ,
    input    wire    ldo2_sta         ,
    input    wire    dbg_vld          ,
    input    wire    psync            ,
    output   wire    enpre            ,  
    output   wire    enboost          , 
    output   wire    enbuck1          ,    
    output   wire    enbuck2          ,
    output   wire    enbuck3          ,
    output   wire    enldo1           ,
    output   wire    enldo2           ,
    input    wire    otp_psync_cfg    ,   
    input    wire    otp_vpre_off_dly ,   
    input    wire    otp_autorty_en   ,
    input    wire    otp_autorty_cfg  ,   
    input    wire [5:0]  otp_conf_tsd ,   
    output   wire [5:0]  vregx_tsd    ,   
    input    wire        Tslot        ,   
    input    wire [2:0]  vb3s         ,
    input    wire [2:0]  vb2s         ,   
    input    wire [2:0]  vb1s         ,
    input    wire [2:0]  ldo2s        ,
    input    wire [2:0]  ldo1s        ,
    input    wire        goto_stby    
);
localparam PWRDOWN   =  4'b0001;
localparam STDBY     =  4'b0010;
localparam STDBY_FS  =  4'b0011;
localparam DEEP_FS   =  4'b0100;
localparam WAIT_FS   =  4'b0101;
localparam VPRE_ON   =  4'b0110;
localparam BOOST_ON  =  4'b0111;
localparam VREGX_ON  =  4'b1000;
localparam NORMAL_M  =  4'b1001;
localparam VREGX_OFF =  4'b1010;
localparam BOOST_OFF =  4'b1011;
localparam VPRE_OFF  =  4'b1100;
reg [3:0] nx_st,st;
wire [3:0] tsd_fs     ;
wire       any_tsd_fs ;
assign vregx_tsd = {boostot,buck1ot,buck2ot,buck3ot,ldo1ot,ldo2ot};
assign tsd_fs = vregx_tsd & otp_conf_tsd;
assign any_tsd_fs = |tsd_fs;
reg         ena_250us  = 1;
reg         clr_250us ;
reg  [12:0] cnt_250us ;
wire        flag_250us = (cnt_250us==MAX_CNT_250US-1);
wire        flag_250us_pre = (cnt_250us==MAX_CNT_250US-2)|flag_250us;
wire        flag_250us_pre2 = (cnt_250us==MAX_CNT_250US-3)|flag_250us_pre;
reg        clr_ms;
reg        ena_ms;
reg  [7:0] cnt_ms;  
wire       flag_2ms;
wire       flag_2ms_pre;
assign flag_1ms =  &({cnt_ms[1:0],flag_250us});  
assign flag_1ms_pre = &({cnt_ms[1:0],flag_250us_pre});  
assign flag_1ms_pre2 = &({cnt_ms[1:0],flag_250us_pre2});  
assign flag_2ms =  &({cnt_ms[2:0],flag_250us});  
assign flag_2ms_pre = &({cnt_ms[2:0],flag_250us_pre});  
assign flag_2ms_pre2 = &({cnt_ms[2:0],flag_250us_pre2});  
assign flag_32ms = &({cnt_ms[6:0],flag_250us}); 
assign flag_32ms_pre = &({cnt_ms[6:0],flag_250us_pre}); 
assign flag_32ms_pre2 = &({cnt_ms[6:0],flag_250us_pre2}); 
wire vpreoff_wait_done = otp_vpre_off_dly ? flag_32ms:flag_250us;
reg        clr_s;
reg        ena_s;
reg [26:0] cnt_s;  
assign flag_1s = (cnt_s>4000-1);
assign flag_4s = (cnt_s>16000-1);
reg [3:0] autorty_count;  
assign autorty_4s = flag_4s;
assign autorty_done = (autorty_count =='d15) & (!otp_autorty_cfg);
wire   flag_pwrup_seq;
assign flag_pwrup_seq = (st==VPRE_ON)|(st==BOOST_ON)|(st==VREGX_ON);
reg signed [6:0] slot_en;  
wire slot_done = Tslot ? flag_1ms:flag_250us;
wire pwr_up_done = &{vpre_sta,boost_sta,buck1_sta,buck2_sta,buck3_sta,ldo1_sta,ldo2_sta};
wire all_slot_done = ((slot_en==7'h7f)||(slot_en==7'h00));
always @(posedge clk or negedge rst_n)
    if(!rst_n)
     	slot_en <= #UDLY 7'h00;
    else if((st==BOOST_ON) && (!boostuv&boost_sta))
    	slot_en <= #UDLY 7'h40;
    else if((goto_stby || !fs_ready || (!valid_wd&!wake1_dig&!wake2_dig)) && (st==NORMAL_M))
    	slot_en <= #UDLY (slot_en & 7'h3f);
    else if(slot_done)
    	slot_en <= #UDLY (slot_en>>>1);
assign enbuck1 = slot_en[6-vb1s];
assign enbuck2 = slot_en[6-vb2s];
assign enbuck3 = slot_en[6-vb3s];
assign enldo1  = slot_en[6-ldo1s];
assign enldo2  = slot_en[6-ldo2s];
assign fs_enable = flag_pwrup_seq;
always @(posedge clk or negedge rst_n)
    if(!rst_n)
        st <= #UDLY PWRDOWN;
    else if(dfs)
    	st <= #UDLY DEEP_FS;
    else 
    	st <= #UDLY nx_st;
always @(*) begin
	if(vpre_fb_ov | any_tsd_fs)  
        nx_st = DEEP_FS;
    else if(flag_pwrup_seq && flag_1s)
    	nx_st = STDBY;
	else
    case(st)
    	PWRDOWN    : begin
    		if(wake1_dig | wake2_dig)
    			nx_st = STDBY  ;
    		else
    			nx_st = PWRDOWN;
    	end 
        STDBY      : begin
        	if(wake1_dig | wake2_dig)
        		nx_st = WAIT_FS;
        	else
        		nx_st = PWRDOWN;
        end 
        STDBY_FS   : begin
        	if(!wake1_dig & !wake2_dig)
        		nx_st = PWRDOWN;
        	else if(wake1_dig & !dbg_vld)
        		nx_st = WAIT_FS;
        	else
        		nx_st = STDBY_FS;
        end 
        DEEP_FS    : begin
        	if((!wake1_dig&flag_1ms) || (autorty_4s))
        		nx_st = STDBY_FS;
        	else
        		nx_st = DEEP_FS;
        end 
        WAIT_FS    : begin
        	if(((!xvsupuv)&(!xvbosuv)&fs_ready) && (psync|otp_psync_cfg))
        		nx_st = VPRE_ON;
        	else
        		nx_st = WAIT_FS;
        end 
        VPRE_ON    : begin
        	if(vpreuv && flag_2ms)  
        		nx_st = DEEP_FS;
        	else if((!vpreuv&vpre_sta) && (psync | (!otp_psync_cfg)))
        		nx_st = BOOST_ON ;
        	else
        		nx_st = VPRE_ON  ; 
        end 
        BOOST_ON   : begin
        	if(!boostuv&boost_sta)
        		nx_st = VREGX_ON;
        	else
        		nx_st = BOOST_ON;
        end 
        VREGX_ON   : begin
        	if(all_slot_done & pwr_up_done)
        		nx_st = NORMAL_M;
        	else
        		nx_st = VREGX_ON;
        end 
        NORMAL_M   : begin
        	if(xvbosuv | vpreuv)
        		nx_st = STDBY;
        	else if(goto_stby || !fs_ready || (!valid_wd&!wake1_dig&!wake2_dig))
        		nx_st = VREGX_OFF;
        	else 
        		nx_st = NORMAL_M;
        end 
        VREGX_OFF  : begin
        	if(all_slot_done)
        		nx_st = BOOST_OFF;
        	else
        		nx_st = VREGX_OFF;
        end 
        BOOST_OFF  : begin  
            if(vpreoff_wait_done && !boost_sta) 
            	nx_st = VPRE_OFF;
            else
            	nx_st = BOOST_OFF;
        end 
        VPRE_OFF   : begin
        	if(flag_250us)
        		nx_st = STDBY;
        	else
        		nx_st = VPRE_OFF;
        end
        default : nx_st = PWRDOWN;
    endcase 
end 
reg case_lock;
reg case_lock2;
always @(posedge clk or negedge rst_n) 
    if(!rst_n) 
        case_lock <= #UDLY 1'b0;
    else 
        case(st)
        DEEP_FS : begin
            if(flag_1ms_pre2==1'b1)
                case_lock <= #UDLY 1'b0;
            else if(!wake1_dig)
                case_lock <= #UDLY 1'b1;
            else 
                case_lock <= #UDLY 1'b0;
        end
        VPRE_ON : begin
            if(flag_2ms_pre2==1'b1)
                case_lock <= #UDLY 1'b0;
            else if(vpreuv)
                case_lock <= #UDLY 1'b1;
            else 
                case_lock <= #UDLY 1'b0;  
        end
        BOOST_ON : begin
            if(boost_sta)
                case_lock <= #UDLY 1'b1;
        end
        VREGX_ON : begin
            case_lock <= #UDLY 1'b0;
        end
        NORMAL_M : begin
            if(goto_stby || !fs_ready || (!valid_wd&!wake1_dig&!wake2_dig)) 
                case_lock <= #UDLY 1'b1;
            else 
                case_lock <= #UDLY 1'b0;
        end
        VREGX_OFF : begin
            case_lock <= #UDLY 1'b0;
        end
        BOOST_OFF : begin
            if(flag_32ms_pre2 & otp_vpre_off_dly)
                case_lock <= #UDLY 1'b0;
            else if(flag_250us_pre2 & !otp_vpre_off_dly)
                case_lock <= #UDLY 1'b0;
            else if(!boost_sta)
                case_lock <= #UDLY 1'b1;
        end
        VPRE_OFF : begin
            if(flag_250us_pre2)
                case_lock <= #UDLY 1'b0;
            else if(!vpre_sta)
                case_lock <= #UDLY 1'b1;        
        end
        default : case_lock <= #UDLY 1'b0;
        endcase
always @(posedge clk or negedge rst_n) 
    if(!rst_n) begin
    	ena_ms <= #UDLY 1'b0;
    	clr_250us <= #UDLY 1'b0;
        clr_ms    <= #UDLY 1'b0;
    end else if(case_lock) begin  
        ena_ms <= #UDLY ena_ms;
        clr_250us <= #UDLY clr_250us ? 1'b0 : clr_250us;
        clr_ms    <= #UDLY clr_ms ? 1'b0 : clr_ms; 
    end else begin
        case(st)
        	DEEP_FS:
                if(flag_1ms_pre==1'b1) begin
                    ena_ms <= #UDLY 1'b0;
                end else if(!wake1_dig) begin
                    ena_ms <= #UDLY 1'b1;
        	    	clr_250us <= #UDLY 1'b1;
                    clr_ms <= #UDLY 1'b1;
        	    end else begin	
        	    	ena_ms <= #UDLY 1'b0;
        	    end
        	VPRE_ON  :
                if(flag_2ms_pre==1'b1) begin	
        	    	ena_ms <= #UDLY 1'b0;
        	    end else if(vpreuv) begin
                    ena_ms <= #UDLY 1'b1;
                    clr_250us <= #UDLY 1'b1;
                    clr_ms    <= #UDLY 1'b1;
        	    end else begin	
        	    	ena_ms <= #UDLY 1'b0;
        	    end 
        	BOOST_ON:
        	    if(boost_sta) begin
                    ena_ms  <= #UDLY (Tslot ? 1'b1:1'b0);
        	    	clr_250us <= #UDLY 1'b1;
                    clr_ms  <= #UDLY (Tslot ? 1'b1:1'b0);
        	    end else 
                    ena_ms <= #UDLY 1'b0;
        	VREGX_ON:
        	    if(all_slot_done) begin 
        	    	ena_ms <= #UDLY 1'b0;
        	    end
        	NORMAL_M:
                if(goto_stby || !fs_ready || (!valid_wd&!wake1_dig&!wake2_dig)) begin
                	clr_250us <= #UDLY 1'b1;
        	    	ena_ms  <= #UDLY (Tslot ? 1'b1:1'b0);
                end 
        	VREGX_OFF:
                if(all_slot_done) begin
        	    	ena_ms <= #UDLY 1'b0;
        	    end
        	BOOST_OFF:
        	    if(boost_sta==1'b0) begin
        	    	clr_250us <= #UDLY 1'b1;
        	    	ena_ms  <= #UDLY (otp_vpre_off_dly ? 1'b1:1'b0);
        	    end else if(otp_vpre_off_dly & flag_32ms_pre) begin	
        	    	ena_ms <= #UDLY 1'b0;
        	    end else if(!otp_vpre_off_dly & flag_250us)
        	        ; 
        	VPRE_OFF:
        	    if(vpre_sta==1'b0) begin
        	    	clr_250us <= #UDLY 1'b1;
        	    end     
        	default: begin
        		clr_250us <= #UDLY 1'b0;
        		ena_ms <= #UDLY 1'b0;
        	end 
        endcase
    end 
always @(posedge clk or negedge rst_n) 
    if(!rst_n) 
        case_lock2 <= #UDLY 1'b0;
    else if(flag_pwrup_seq & flag_1s)
        case_lock2 <= #UDLY 1'b1;
    else 
        case(st)
            DEEP_FS : begin
            if(otp_autorty_en)
                case_lock2 <= #UDLY 1'b1;
            else 
                case_lock2 <= #UDLY 1'b0;
            end
            WAIT_FS: begin
            if(((!xvsupuv)&(!xvbosuv)&fs_ready) && (psync|otp_psync_cfg))
                case_lock2 <= #UDLY 1'b1;
            end
            default:
                case_lock2 <= #UDLY 1'b0; 
        endcase
always @(posedge clk or negedge rst_n)
    if(!rst_n) begin
    	ena_s <= #UDLY 1'b0;
    	clr_s <= #UDLY 1'b0;
    end else if(case_lock2) begin
    	ena_s <= #UDLY ena_s;
        clr_s <= #UDLY 1'b0;
    end else if(flag_pwrup_seq & flag_1s) begin
        clr_s <= #UDLY 1'b1;
        ena_s <= #UDLY 1'b0;      
    end else begin
    	case(st)
            WAIT_FS: begin
            	if(((!xvsupuv)&(!xvbosuv)&fs_ready) && (psync|otp_psync_cfg)) begin
            		ena_s <= #UDLY 1'b1;
            		clr_s <= #UDLY 1'b1;
            	end
            end
            VPRE_ON:
                ena_s <= #UDLY 1'b1;
            BOOST_ON:
                ena_s <= #UDLY 1'b1;
            VREGX_ON:
                ena_s <= #UDLY 1'b1;
            NORMAL_M :begin
            	ena_s <= #UDLY 1'b0;
            end
            STDBY : begin
                ena_s <= #UDLY 1'b0;
            end 
            DEEP_FS:begin
            	if(otp_autorty_en)begin  
            		ena_s <= #UDLY 1'b1;
            		clr_s <= #UDLY 1'b1;
                end
            end 
            default: begin
            	ena_s <= #UDLY 1'b0;
            end
    	endcase
    end 
always @(posedge clk or negedge rst_n)
    if(!rst_n)
        cnt_250us <= #UDLY 'h0;
    else if(clr_250us)
        cnt_250us <= #UDLY 'h1;
    else if(flag_250us)
    	cnt_250us <= #UDLY 'h0;
    else if(ena_250us)
    	cnt_250us <= #UDLY cnt_250us + 1'b1;
always @(posedge clk or negedge rst_n)
    if(!rst_n)
        cnt_ms <= #UDLY 'h0;
    else if(clr_ms)
    	cnt_ms <= #UDLY 'h0;
    else if(ena_ms & flag_250us)
    	cnt_ms <= #UDLY cnt_ms + 1'b1;
always @(posedge clk or negedge rst_n) begin
    if(!rst_n)
        cnt_s <= #UDLY 'h0;
    else if(clr_s)
        cnt_s <= #UDLY 'h0;
    else if(ena_s & flag_250us)
        cnt_s <= #UDLY cnt_s + 1'b1;
end
always @(posedge clk or negedge rst_n) 
    if(!rst_n)
        autorty_count <= #UDLY 'h0;  
    else if(autorty_done)
        autorty_count <= #UDLY autorty_count;  
    else if(autorty_4s)
        autorty_count <= #UDLY 'h0; 
endmodule
==> flow_metrics.tcl <==
# place-and-route summary
set metrics [dict create \
    startpoint_type "input pin" \
    yosysWarningCount 14 \
    synthFlopType "dfrtp_1" \
    flop_area_um2 1828 \
    grt_usage_pct 23.68 \
    drt_wl_total_um 10730 \
    pre_cts_ws_ns 0.7876 \
    finClkSkew_ns 0.01026 \
    internal_power_mw 1.030 \
    ctsResizeCount 0 \
    ir_worst_vdd_v 0.0001900 \
    fmax_mhz 262.6 \
    setup_viol 0 \
    synth.largest_area_cell "dfrtp_1" \
    seq_power_share_pct 48.8 \
    synth-edff-count 0 \
    layout_top_cell "dfrtp_1" \
    netlist-cell-type-count 69 \
    ys_cells 511 \
    io_buffers 58 \
    fin_crit_ns 3.808 \
    worst-path-max-fanout 5 \
    clockBufferDepth 2 \
    clockPowerShare_pct 35.9 \
    tightest_slew_ns 0.9101 \
    post_drt_wl_per_cell_um 15.52 \
    path_class "input pin to output port" \
    cts_hold_buf 0 \
    place_congestion 0.8676 \
    async_flop_share_pct 100.0 \
    end_kind "output port" \
    drc_errors 0 \
    final_max_slew_viol_count 0 \
    p_leak_nw 2.301 \
    syn_inst 511 \
    cts_sinks 73 \
    drt_iter0_markers 172 \
    dr.pass1.iters 4 \
    overflow 0 \
    maxCapViolCount 0 \
    yosys_area_um2 4783 \
    postCtsSetupBuffers 0 \
    ios 70 \
    dieArea_um2 9962 \
    rsz0062_at_grt "no" \
    h-tree-depth 3 \
    rows 35 \
    cts-buffers-inserted 9 \
    antenna_left 0 \
    syn_to_final_growth_pct 17.05 \
    fin_crit_sh_pct 82.78 \
    comb_power_share_pct 15.3 \
    crit_required_ns 3.68 \
    warnings 33 \
    cp_data_arrival_time_ns 2.89 \
    num_vias 3879 \
    grt_max_degree 56 \
    grt_pass1_vias 3863 \
    netlist_area_um2 4783 \
    status "finished, final reports clean" \
    grt_pass1_wl_um 18300 \
    fp.dieW_um 99.81 \
    clock_latency_ns 0.35 \
    ys_seq_elements 73 \
    drive_above_1_share_pct 9.964 \
    final_cell_mix "72 x dfrtp_1, 66 x nor2_1, 57 x clkdlybuf4s50_1" \
    logic_area_um2 2736 \
    netSwitchingFraction_pct 28.09 \
    fp-utilization_pct 51.77 \
    setup_ws_ns 0.7920 \
    hp-class "register to register" \
    synthTopCellsByArea "dfrtp_1 38%, nor2_1 5.2%, xnor2_1 4.8%, mux2i_1 4.2%, nand3_1 3.3%" \
    clock-root-buffer "clkbuf_8" \
    die_y_um 99.81 \
    hold_viol_final 0 \
    syn_area_per_cell_um2 9.361 \
    core_um2 9240 \
    power_density_nw_per_um2 255.7 \
    path_clk_slew_ns 0.08 \
    fillers 759 \
    vias_per_cell 5.614 \
    cts_tree "done" \
    dp_hpwl_um 7758 \
    postSynthSeqShare_pct 38.22 \
    antenna_found_initial 0 \
    relSlewSlack_pct 39.20 \
    top_cell_area_share_pct 37.67 \
    setup_tns_ns 0 \
    diodes 0 \
    p_switching_uw 402.3 \
]
-- cells by family after synthesis --
| family | after synthesis | share of synthesized area, % |
|---|---|---|
| DFF | 73 | 38.22 |
| and+or+nand+nor | 235 | 28.35 |
| other | 1 | 0.07840 |
| buffers and inverters | 45 | 4.787 |
| AOI/OAI and AO/OA | 80 | 11.56 |
| muxes | 28 | 7.246 |
| xor gates and xnor gates | 39 | 7.141 |
| adders and majority gates | 10 | 2.616 |
-- critical path, stage by stage --
cell,delay (ns)
clkdlybuf4s50_1,0.49
ha_1,0.38
mux2i_1,0.13
o21ai_0,0.23
mux2i_1,0.10
o22ai_1,0.15
clkdlybuf4s50_1,0.48
-- registers in the layout, indices dropped and copies added, names as in the netlist --
| register | flops |
|---|---|
| ena_s | 1 |
| st | 12 |
| ena_ms | 1 |
| cnt_s | 27 |
| case_lock | 1 |
| clr_ms | 1 |
| clr_s | 1 |
| slot_en | 7 |
| case_lock2 | 1 |
| cnt_250us | 13 |
| clr_250us | 1 |
| cnt_ms | 7 |
-- through the flow --
step / std cells / instance area, um^2 / hold WS, ns / total power [mW] / util [%]
after global routing: 691 / 5599 / 0.5341 / 1.505 / 60.60
after detailed placement: 675 / 5395 / 0.5034 / 0.9312 / 58.39
after global placement: 675 / 5395 / 0.5034 / 0.9282 / 58.39
after floorplan: 512 / 4787 / 0.4367 / 0.8365 / -
final: 691 / 5599 / 0.4984 / 1.432 / 60.60
after CTS: 691 / 5599 / 0.5098 / 1.450 / 60.60
-- metal layers --
layer / wire, um / track usage, %
met5: 0 / 0
met4: 114 / 2.715
met3: 378 / 3.541
met2: 5099 / 38.73
met1: 5135 / 36.35
-- synth_stat cells, types with 5 or more instances --
cell,count
dfrtp_1,72
nor2_1,66
nand2_1,36
nand3_1,32
xnor2_1,26
o21ai_0,23
mux2i_1,20
inv_1,17
nor3_1,17
nand4_1,16
a21oi_1,14
xor2_1,13
buf_4,11
clkbuf_1,11
ha_1,10
nor4_1,10
and4_1,9
and3_1,5
mux4_2,5
nor4_2,5
or3_1,5
-- power groups by stage --
stage	Combinational [mW]	Clock, mW	Sequential [mW]
global route	0.243	0.557	0.706
CTS	0.221	0.530	0.699
finish	0.219	0.514	0.699
-- worst paths after layout --
kind	to	cells after the start	from	slack, ns
max	enldo1	7	ldo1s[0]	0.79
min in group asynchronous	st[7]	1	rst_n	0.52
max in group asynchronous	cnt_s[4]	2	rst_n	3.02
min reg2reg	clr_s	1	case_lock2	0.50
max reg2reg	cnt_ms[4]	5	cnt_250us[3]	2.18
min	clr_s	1	case_lock2	0.50
-- cell type report --
| cell class | instances | share of cell area, % |
|---|---|---|
| timing repair buffer | 62 | 10.82 |
| clock inverter | 6 | 1.184 |
| tap | 129 | 2.883 |
| sequential | 73 | 32.65 |
| clock buffer | 10 | 2.458 |
| inverter | 17 | 1.140 |
| multi-input combinational | 394 | 48.87 |
Power and IR drop assume default switching activity.
